## ./config.mk

```make
export PLATFORM = sky130hd
export DESIGN_NAME = pipelined_fadder
export DESIGN_NICKNAME = pipelined_fadder
export VERILOG_FILES = /design/flow/design.v
export SDC_FILE = /design/flow/constraint.sdc
export NUM_CORES = 4
export LEC_CHECK = 1
export CORE_UTILIZATION = 40
```

## ./constraint.sdc

```tcl
current_design pipelined_fadder

set clk_period 22.8
set clk_io_pct 0.2

create_clock -name clk0 -period $clk_period [get_ports {clk}]

set non_clock_inputs [all_inputs -no_clocks]
set_input_delay [expr $clk_period * $clk_io_pct] -clock clk0 $non_clock_inputs
set_output_delay [expr $clk_period * $clk_io_pct] -clock clk0 [all_outputs]
```

## ./design.v

```verilog
`timescale 1ns / 1ps
module pipelined_fadder (a,b,sub,rm,s,clk,clrn,e);  
	input clk, clrn;  
	input [31:0] a, b;  
	input [1:0] rm;  
	input sub;  
	input e;  
	output [31:0] s;  
	wire [26:0] a_small_frac;
	wire [23:0] a_large_frac;
	wire [22:0] a_inf_nan_frac;
	wire [7:0] a_exp;
	wire a_is_nan,a_is_inf;
	wire a_sign;
	wire a_op_sub;
	fadd_align alignment (a,b,sub,a_is_nan,a_is_inf,a_inf_nan_frac,a_sign,
	a_exp,a_op_sub,a_large_frac,a_small_frac);
	wire [26:0] c_small_frac;
	wire [23:0] c_large_frac;
	wire [22:0] c_inf_nan_frac;
	wire [7:0] c_exp;
	wire [1:0] c_rm;
	wire c_is_nan,c_is_inf;
	wire c_sign;
	wire c_op_sub;
	reg_align_cal reg_ac (rm,a_is_nan,a_is_inf,a_inf_nan_frac,a_sign,a_exp,
									a_op_sub,a_large_frac,a_small_frac,clk,clrn,e,
									c_rm,c_is_nan,c_is_inf,c_inf_nan_frac,c_sign,
									c_exp,c_op_sub,c_large_frac,c_small_frac);
	wire [27:0] c_frac;
	fadd_cal calculation (c_op_sub,c_large_frac,c_small_frac,c_frac);
	wire [27:0] n_frac;
	wire [22:0] n_inf_nan_frac;
	wire [7:0] n_exp;
	wire [1:0] n_rm;
	wire n_is_nan,n_is_inf;
	wire n_sign;
	reg_cal_norm reg_cn (c_rm,c_is_nan,c_is_inf,c_inf_nan_frac,c_sign,c_exp,
	c_frac,clk,clrn,e,n_rm,n_is_nan,n_is_inf,
	n_inf_nan_frac,n_sign,n_exp,n_frac);
	fadd_norm normalization (n_rm,n_is_nan,n_is_inf,n_inf_nan_frac,n_sign,
	n_exp,n_frac,s);
endmodule
module fadd_align (a,b,sub,s_is_nan,s_is_inf,inf_nan_frac,sign,temp_exp,
	op_sub,large_frac24,small_frac27);  
	input [31:0] a,b;
	input sub;
	output [26:0] small_frac27;
	output [23:0] large_frac24;
	output [22:0] inf_nan_frac;
	output [7:0] temp_exp;
	output s_is_nan;
	output s_is_inf;
	output sign;
	output op_sub;
	wire exchange = (b[30:0] > a[30:0]);
	wire [31:0] fp_large = exchange? b : a;
	wire [31:0] fp_small = exchange? a : b;
	wire fp_large_hidden_bit = |fp_large[30:23];
	wire fp_small_hidden_bit = |fp_small[30:23];
	wire [23:0] large_frac24 = {fp_large_hidden_bit,fp_large[22:0]};
	wire [23:0] small_frac24 = {fp_small_hidden_bit,fp_small[22:0]};
	assign temp_exp = fp_large[30:23];
	assign sign = exchange? sub ^ b[31] : a[31];
	assign op_sub = sub ^ fp_large[31] ^ fp_small[31];
	wire fp_large_expo_is_ff = &fp_large[30:23];  
	wire fp_small_expo_is_ff = &fp_small[30:23];
	wire fp_large_frac_is_00 = ~|fp_large[22:0];  
	wire fp_small_frac_is_00 = ~|fp_small[22:0];
	wire fp_large_is_inf=fp_large_expo_is_ff & fp_large_frac_is_00;
	wire fp_small_is_inf=fp_small_expo_is_ff & fp_small_frac_is_00;
	wire fp_large_is_nan=fp_large_expo_is_ff & ~fp_large_frac_is_00;
	wire fp_small_is_nan=fp_small_expo_is_ff & ~fp_small_frac_is_00;
	assign s_is_inf = fp_large_is_inf | fp_small_is_inf;
	wire s_is_nan = fp_large_is_nan | fp_small_is_nan |
	((sub ^ fp_small[31] ^ fp_large[31]) &
	fp_large_is_inf & fp_small_is_inf);
	wire [22:0] nan_frac = (a[21:0] > b[21:0])?
	{1'b1,a[21:0]} : {1'b1,b[21:0]};
	assign inf_nan_frac = s_is_nan? nan_frac : 23'h0;
	wire [7:0] exp_diff = fp_large[30:23] - fp_small[30:23];
	wire small_den_only = (fp_large[30:23] != 0) &
	(fp_small[30:23] == 0);
	wire [7:0] shift_amount = small_den_only? exp_diff - 8'h1 : exp_diff;
	wire [49:0] small_frac50 = (shift_amount >= 26)?
	{26'h0,small_frac24} :
	{small_frac24,26'h0} >> shift_amount;
	assign small_frac27 = {small_frac50[49:24],|small_frac50[23:0]};
endmodule
module reg_align_cal (a_rm,a_is_nan,a_is_inf,a_inf_nan_frac,a_sign,a_exp,
	a_op_sub,a_large_frac,a_small_frac,clk,clrn,e,c_rm,
	c_is_nan,c_is_inf,c_inf_nan_frac,c_sign,c_exp,
	c_op_sub,c_large_frac,c_small_frac);  
	input [26:0] a_small_frac;
	input [23:0] a_large_frac;
	input [22:0] a_inf_nan_frac;
	input [7:0] a_exp;
	input [1:0] a_rm;
	input a_is_nan, a_is_inf, a_sign, a_op_sub;
	input e;  
	input clk, clrn;  
	output reg [26:0] c_small_frac;
	output reg [23:0] c_large_frac;
	output reg [22:0] c_inf_nan_frac;
	output reg [7:0] c_exp;
	output reg [1:0] c_rm;
	output reg c_is_nan,c_is_inf,c_sign,c_op_sub;
	always @ (posedge clk or negedge clrn) begin
		if (!clrn) begin
			c_rm <= 0;
			c_is_nan <= 0;
			c_is_inf <= 0;
			c_inf_nan_frac <= 0;
			c_sign <= 0;
			c_exp <= 0;
			c_op_sub <= 0;
			c_large_frac <= 0;
			c_small_frac <= 0;
		end else if (e) begin
			c_rm <= a_rm;
			c_is_nan <= a_is_nan;
			c_is_inf <= a_is_inf;
			c_inf_nan_frac <= a_inf_nan_frac;
			c_sign <= a_sign;
			c_exp <= a_exp;
			c_op_sub <= a_op_sub;
			c_large_frac <= a_large_frac;
			c_small_frac <= a_small_frac;
		end
	end
endmodule
module fadd_cal (op_sub,large_frac24,small_frac27, cal_frac);  
	input [23:0] large_frac24;
	input op_sub;
	input [26:0] small_frac27;
	output [27:0] cal_frac;
	wire [27:0] aligned_large_frac = {1'b0,large_frac24,3'b000};
	wire [27:0] aligned_small_frac = {1'b0,small_frac27};
	assign cal_frac = op_sub?
	aligned_large_frac - aligned_small_frac :
	aligned_large_frac + aligned_small_frac;
	endmodule
module reg_cal_norm (c_rm,c_is_nan,c_is_inf,c_inf_nan_frac,c_sign,c_exp,
	c_frac,clk,clrn,e,n_rm,n_is_nan,n_is_inf,
	n_inf_nan_frac,n_sign,n_exp,n_frac);  
	input [27:0] c_frac;
	input [22:0] c_inf_nan_frac;
	input [7:0] c_exp;
	input [1:0] c_rm;
	input c_is_nan, c_is_inf, c_sign;
	input e;  
	input clk, clrn;  
	output reg [27:0] n_frac;
	output reg [22:0] n_inf_nan_frac;
	output reg [7:0] n_exp;
	output reg [1:0] n_rm;
	output reg n_is_nan,n_is_inf,n_sign;
	always @ (posedge clk or negedge clrn) begin
		if (!clrn) begin
			n_rm <= 0;
			n_is_nan <= 0;
			n_is_inf <= 0;
			n_inf_nan_frac <= 0;
			n_sign <= 0;
			n_exp <= 0;
			n_frac <= 0;
		end else if (e) begin
			n_rm <= c_rm;
			n_is_nan <= c_is_nan;
			n_is_inf <= c_is_inf;
			n_inf_nan_frac <= c_inf_nan_frac;
			n_sign <= c_sign;
			n_exp <= c_exp;
			n_frac <= c_frac;
		end
	end
endmodule
module fadd_norm (rm,is_nan,is_inf,inf_nan_frac,sign,temp_exp,cal_frac,s);
	input [27:0] cal_frac;
	input [22:0] inf_nan_frac;
	input [7:0] temp_exp;
	input [1:0] rm;
	input is_nan,is_inf;
	input sign;
	output [31:0] s;
	wire [26:0] f4,f3,f2,f1,f0;
	wire [4:0] zeros;
	assign zeros[4] = ~|cal_frac[26:11];  
	assign f4 = zeros[4]? {cal_frac[10:0],16'b0} : cal_frac[26:0];
	assign zeros[3] = ~|f4[26:19];  
	assign f3 = zeros[3]? {f4[18:0], 8'b0} : f4;
	assign zeros[2] = ~|f3[26:23];  
	assign f2 = zeros[2]? {f3[22:0], 4'b0} : f3;
	assign zeros[1] = ~|f2[26:25];  
	assign f1 = zeros[1]? {f2[24:0], 2'b0} : f2;
	assign zeros[0] = ~f1[26];  
	assign f0 = zeros[0]? {f1[25:0], 1'b0} : f1;
	reg [26:0] frac0;
	reg [7:0] exp0;
	always @ * begin
		if (cal_frac[27]) begin
		frac0 = cal_frac[27:1];  
		exp0 = temp_exp + 8'h1;  
		end else begin
		if ((temp_exp > zeros) && (f0[26])) begin  
		exp0 = temp_exp - zeros;
		frac0 = f0;  
		end else begin  
			exp0 = 0;
			if (temp_exp != 0)  
			frac0 = cal_frac[26:0] << (temp_exp - 8'h1);
			else frac0 = cal_frac[26:0];
			end
		end
	end
	wire frac_plus_1 =  
	~rm[1] & ~rm[0] & frac0[2] & (frac0[1] | frac0[0]) |
	~rm[1] & ~rm[0] & frac0[2] & ~frac0[1] & ~frac0[0] & frac0[3] |
	~rm[1] & rm[0] & (frac0[2] | frac0[1] | frac0[0]) & sign |
	rm[1] & ~rm[0] & (frac0[2] | frac0[1] | frac0[0]) & ~sign;
	wire [24:0] frac_round = {1'b0,frac0[26:3]} + frac_plus_1;
	wire [7:0] exponent = frac_round[24]? exp0 + 8'h1 : exp0;
	wire overflow = &exp0 | &exponent;
	assign s = final_result(overflow, rm, sign, is_nan, is_inf, exponent,
	frac_round[22:0], inf_nan_frac);
	function [31:0] final_result;
	input overflow;
	input [1:0] rm;
	input sign, is_nan, is_inf;
	input [7:0] exponent;
	input [22:0] fraction, inf_nan_frac;
	casex ({overflow, rm, sign, is_nan, is_inf})
	6'b1_00_x_0_x : final_result = {sign,8'hff,23'h000000};  
	6'b1_01_0_0_x : final_result = {sign,8'hfe,23'h7fffff};  
	6'b1_01_1_0_x : final_result = {sign,8'hff,23'h000000};  
	6'b1_10_0_0_x : final_result = {sign,8'hff,23'h000000};  
	6'b1_10_1_0_x : final_result = {sign,8'hfe,23'h7fffff};  
	6'b1_11_x_0_x : final_result = {sign,8'hfe,23'h7fffff};  
	6'b0_xx_x_0_0 : final_result = {sign,exponent,fraction};  
	6'bx_xx_x_1_x : final_result = {1'b1,8'hff,inf_nan_frac};  
	6'bx_xx_x_0_1 : final_result = {sign,8'hff,inf_nan_frac};  
	default : final_result = {sign,8'h00,23'h000000};  
	endcase
	endfunction
endmodule
```

## ./run.sh

```bash
#!/bin/bash
# OpenROAD 26Q1-2900-gdf79404cd8, Yosys 0.63+post, stock flow scripts
make -C /OpenROAD-flow-scripts/flow DESIGN_CONFIG=/design/flow/config.mk WORK_HOME=/design/flow/orfs finish
```

==> flow_summary.rst <==
Physical design figures
=======================

.. list-table::
   :header-rows: 1

   * - Metric
     - Value
   * - WS Path Type
     - reg -> out
   * - Global-route wire length before repair
     - 116 mm
   * - Number of gates resized after CTS
     - 0
   * - Core Density at Floorplan
     - 0.406
   * - Final standard cell area without fillers
     - 20,400 um^2
   * - Asr flop ratio synth
     - 1.00
   * - Number of top-level design ports
     - 102
   * - Total leakage power
     - 8.59 nW
   * - Initial antenna violation count
     - 1
   * - # Post-CTS Setup Buffers
     - 0
   * - Number of global-route vias before repair
     - 18,000
   * - Xor+xnor area frac
     - 0.0366
   * - MUX share of area
     - 0.134
   * - Final setup violation count
     - 0
   * - Share of cells above drive strength 1
     - 0.0967
   * - Post-synthesis share of cell area spent on full adders, half adders and majority gates
     - 0.0803
   * - Core occupancy in the finished layout
     - 0.449
   * - Final GP Congestion
     - 1.07
   * - Max-capacitance violation count
     - 0
   * - I/O Buffers
     - 101
   * - Post-route setup TNS
     - 0 ns
   * - Post-DRT Antenna Nets
     - 0
   * - Detailed Route WL
     - 76.8 mm
   * - Max-slew violation count
     - 0
   * - Required time at the endpoint of the critical path
     - 18.24 ns
   * - Row Count
     - 78
   * - Dominant logic cell types in the final layout
     - sky130_fd_sc_hd__nand2_1 (285), sky130_fd_sc_hd__nor2_1 (179), sky130_fd_sc_hd__a21oi_1 (150), sky130_fd_sc_hd__dfrtp_1 (150), sky130_fd_sc_hd__inv_1 (146)
   * - Largest fanout on the critical path
     - 24
   * - Synthesis area per yosys
     - 18,400 um^2
   * - Warnings from Yosys
     - 3
   * - Clock Pin Slew Worst Setup and Hold Paths
     - 0.06 ns
   * - Simple-gate share of the synthesized area
     - 0.220
   * - Arrival time worst endpoint
     - 9.69 ns
   * - Die X-Extent
     - 217 um
   * - Vias after detailed routing
     - 19,100
   * - Number of cells after detailed placement
     - 2,979
   * - Time the worst path needs with I/O delays and setup
     - 14.25 ns
   * - Die height
     - 217 um
   * - First-pass iteration count of the detailed router
     - 6
   * - Cts hold-fix bufs
     - 0
   * - Netlist area before placement
     - 18,400 um^2
   * - Number of logged tool warnings
     - 73
   * - Type of the most critical hold path
     - reg -> reg
   * - Nature of the critical path startpoint
     - flip-flop
   * - Unrepaired setup endpoints after global routing
     - no
   * - Total DRC errors in the routed layout
     - 0
   * - Post-Syn Area per Cell
     - 7.64 um^2
   * - CTS HTree Levels
     - 4
   * - Clock net sink count
     - 150
   * - Vias per std cell
     - 6.34
   * - Synthesis-to-layout area growth
     - 10.7%
   * - Clk ins delay skew pair
     - 0.44 ns
   * - Final hold vios
     - 0
   * - Dominant synthesized flop cell
     - sky130_fd_sc_hd__dfrtp_1
   * - Post-detailed-placement half-perimeter wirelength
     - 59.4 mm
   * - Core box area
     - 45,400 um^2
   * - Maximum operating frequency
     - 70.2 MHz
   * - Power per cell area
     - 89.8 nW/um^2
   * - Maximum number of pins on one net before global-route repair
     - 92
   * - Post-Syn Instances
     - 2,410
   * - Clock tree root buffer cell
     - sky130_fd_sc_hd__clkbuf_16
   * - GR Overflow Total
     - 0
   * - Maximum ir drop on the vdd rail
     - 0.0000428 V
   * - Type of element capturing the critical path
     - output port
   * - Worst slew margin
     - 0.342
   * - Final Skew
     - 0.0122 ns
   * - Diode count
     - 0
   * - Number of synthesized register bits
     - 150
   * - Total power draw
     - 1.83 mW
   * - Result of the run
     - complete, no violations
   * - AND-OR/OR-AND share of the synthesized area
     - 0.255
   * - Maximum root-to-sink buffer count
     - 2
   * - Clock buffer count from CTS
     - 17
   * - Worst Tran Pin Value
     - 0.963 ns
   * - Initial detailed-routing violation count
     - 1,712
   * - FILL cells
     - 4,508
   * - Post-Place Cell Area
     - 19,800 um^2
   * - Final non-filler cell total
     - 3,010
   * - Share of synthesized area occupied by flip-flops and latches
     - 0.204
   * - Crit path setup slack, layout
     - 8.55 ns
   * - Most frequent logic cell in the layout
     - sky130_fd_sc_hd__nand2_1
   * - Post-layout period usage
     - 0.625
   * - Pre-CTS worst setup slack
     - 9.24 ns
   * - Cells in synth_stat.txt
     - 2,410
   * - Worst hold slack
     - 0.480 ns
   * - Die area
     - 46,900 um^2
   * - Clock tree from TritonCTS
     - done
   * - Number of distinct standard cells referenced by the synthesized netlist
     - 100
   * - Average wire length per cell after detail routing
     - 25.5 um
   * - Post-synth tally of flip-flops with integrated enable
     - 0
   * - Dominant combinational family
     - AND-OR/OR-AND gates
   * - Global-route usage over all layers
     - 0.334
## flip-flops by register name, indices dropped and copies added, names as in the netlist, 8 cells and up
name	cells
reg_cn.n_frac	28
reg_ac.c_small_frac	27
reg_ac.c_large_frac	24
reg_cn.n_inf_nan_frac	23
reg_ac.c_inf_nan_frac	22
reg_ac.c_exp	8
reg_cn.n_exp	8
## synthesized netlist by cell type (21+ instances only)
cell                       number  area, um^2
sky130_fd_sc_hd__a211oi_1      33         248
sky130_fd_sc_hd__inv_1        146         548
sky130_fd_sc_hd__xnor2_1       48         420
sky130_fd_sc_hd__buf_2         21         105
sky130_fd_sc_hd__nor2b_1       24         150
sky130_fd_sc_hd__a21oi_1      152         761
sky130_fd_sc_hd__dfrtp_1      150        3750
sky130_fd_sc_hd__and3_1        25         156
sky130_fd_sc_hd__xor2_1        29         254
sky130_fd_sc_hd__o22ai_1       27         169
sky130_fd_sc_hd__clkbuf_1     127         477
sky130_fd_sc_hd__nor2_1       180         676
sky130_fd_sc_hd__nand3_1      102         510
sky130_fd_sc_hd__nor4_1        28         175
sky130_fd_sc_hd__mux2i_1      137        1370
sky130_fd_sc_hd__o211ai_1      25         188
sky130_fd_sc_hd__nor3_1        60         300
sky130_fd_sc_hd__nand4_1       33         206
sky130_fd_sc_hd__nand2_1      285        1070
sky130_fd_sc_hd__a21o_1        21         158
sky130_fd_sc_hd__o21ai_0      129         646
sky130_fd_sc_hd__ha_1         115        1440
sky130_fd_sc_hd__a31oi_1       50         313
sky130_fd_sc_hd__mux2_2        64         721
## logic make-up (layout without fill, tap and decap cells)
family,after synthesis,in the layout
AND-OR/OR-AND,686,686
XOR/XNOR,77,77
adder cells (fa/ha/maj),117,117
buffers and inverters,324,324
flip-flops,150,150
multiplexers,218,218
AND/OR/NAND/NOR,838,838
## power by group
group	switching (mW)	internal [mW]	leakage (nW)	total (mW)
Sequential	0.111	0.308	1.88	0.419
Clock	0.122	0.153	0.275	0.275
Combinational	0.697	0.440	6.44	1.14
Total	0.930	0.901	8.59	1.83
## layout make-up
type / instances / area (um^2) / area share
Inverter: 152 / 573 / 0.0281
Timing Repair Buffer: 141 / 1310 / 0.0644
Tap cell: 600 / 751 / 0.0368
Clock inverter: 14 / 143 / 0.00700
Multi-Input combinational cell: 1936 / 13400 / 0.659
Sequential cell: 150 / 3750 / 0.184
Clock buffer: 17 / 425 / 0.0209
## critical path, stage by stage (launching register included)
cell and delay [ns]:
sky130_fd_sc_hd__dfrtp_1 0.61, sky130_fd_sc_hd__or4_1 0.77, sky130_fd_sc_hd__o41ai_4 0.45, sky130_fd_sc_hd__and3_1 0.42
sky130_fd_sc_hd__nor2_4 0.17, sky130_fd_sc_hd__a21o_1 0.26, sky130_fd_sc_hd__o21ai_4 0.51, sky130_fd_sc_hd__inv_4 0.22
sky130_fd_sc_hd__ha_1 0.27, sky130_fd_sc_hd__fa_1 0.40, sky130_fd_sc_hd__nand2b_1 0.17, sky130_fd_sc_hd__a21boi_0 0.24
sky130_fd_sc_hd__o21a_1 0.25, sky130_fd_sc_hd__o31ai_1 0.14, sky130_fd_sc_hd__nor2_1 0.68, sky130_fd_sc_hd__nor2_1 0.42
sky130_fd_sc_hd__o221a_2 0.24, sky130_fd_sc_hd__or3_1 0.30, sky130_fd_sc_hd__nor4_1 0.38, sky130_fd_sc_hd__and4_1 0.51
sky130_fd_sc_hd__a21boi_0 0.14, sky130_fd_sc_hd__nand3b_2 0.26, sky130_fd_sc_hd__nand2_1 0.08, sky130_fd_sc_hd__a2111o_1 0.60
sky130_fd_sc_hd__a21boi_1 0.24, sky130_fd_sc_hd__clkdlybuf4s50_1 0.47
## worst paths after layout
| kind | start | cells after the start | to | slack [ns] |
|---|---|---|---|---|
| worst max-delay path | reg_cn.n_frac[20] | 25 | s[23] | 8.55 |
| worst min-delay path | reg_ac.c_is_inf | 1 | reg_ac.c_is_inf | 0.48 |
| worst max register to register | reg_ac.c_large_frac[0] | 16 | reg_cn.n_frac[26] | 18.12 |
| worst min register to register | reg_ac.c_is_inf | 1 | reg_ac.c_is_inf | 0.48 |
| max in group asynchronous | clrn | 3 | reg_cn.n_sign | 16.97 |
| min in group asynchronous | clrn | 1 | reg_ac.c_small_frac[16] | 4.04 |
## routing by layer
metal / GRT usage / up-vias / part of all wire
li1: - / 8882 / -
met1: 0.471 / 9168 / 0.43
met2: 0.520 / 846 / 0.45
met3: 0.0426 / 189 / 0.062
met4: 0.149 / 0 / 0.053
met5: 0 / - / 0
No activity file was given, so power comes from the tool's default toggle rates.
