## config.mk

```make
export PLATFORM = sky130hd
export DESIGN_NAME = fadder
export DESIGN_NICKNAME = fadder
export VERILOG_FILES = /design/flow/design.v
export SDC_FILE = /design/flow/constraint.sdc
export NUM_CORES = 4
export LEC_CHECK = 1
export CORE_UTILIZATION = 50
```

## constraint.sdc

```tcl
current_design fadder

set clk_period 84.2
set clk_io_pct 0.2

create_clock -name clk0 -period $clk_period

set non_clock_inputs [all_inputs -no_clocks]
set_input_delay [expr $clk_period * $clk_io_pct] -clock clk0 $non_clock_inputs
set_output_delay [expr $clk_period * $clk_io_pct] -clock clk0 [all_outputs]
```

## design.v

```verilog
`timescale 1ns / 1ps
module fadder (a,b,sub,rm,s);  
	input [31:0] a,b;  
	input [1:0] rm;  
	input sub;  
	output [31:0] s;  
	wire exchange = ({1'b0,b[30:0]} > {1'b0,a[30:0]});
	wire [31:0] fp_large = exchange? b : a;		 
	wire [31:0] fp_small = exchange? a : b;		 
	wire fp_large_hidden_bit = |fp_large[30:23];
	wire fp_small_hidden_bit = |fp_small[30:23];
	wire [23:0] large_frac24 = {fp_large_hidden_bit,fp_large[22:0]};
	wire [23:0] small_frac24 = {fp_small_hidden_bit,fp_small[22:0]};
	wire [7:0] temp_exp = fp_large[30:23];
	wire sign = exchange? sub ^ b[31] : a[31]; 
	wire op_sub = sub ^ fp_large[31] ^ fp_small[31];
	wire fp_large_expo_is_ff = &fp_large[30:23];  
	wire fp_small_expo_is_ff = &fp_small[30:23];
	wire fp_large_frac_is_00 = ~|fp_large[22:0];  
	wire fp_small_frac_is_00 = ~|fp_small[22:0];
	wire fp_large_is_inf=fp_large_expo_is_ff & fp_large_frac_is_00;
	wire fp_small_is_inf=fp_small_expo_is_ff & fp_small_frac_is_00;
	wire fp_large_is_nan=fp_large_expo_is_ff & ~fp_large_frac_is_00;
	wire fp_small_is_nan=fp_small_expo_is_ff & ~fp_small_frac_is_00;
	wire s_is_inf = fp_large_is_inf | fp_small_is_inf;
	wire s_is_nan = fp_large_is_nan | fp_small_is_nan |
	((sub ^ fp_small[31] ^ fp_large[31]) &
	fp_large_is_inf & fp_small_is_inf);
	wire [22:0] nan_frac = ({1'b0,a[22:0]} > {1'b0,b[22:0]}) ?
	{1'b1,a[21:0]} : {1'b1,b[21:0]};
	wire [22:0] inf_nan_frac = s_is_nan? nan_frac : 23'h0;
	wire [7:0] exp_diff = fp_large[30:23] - fp_small[30:23];
	wire small_den_only = (fp_large[30:23] != 0) &
	(fp_small[30:23] == 0);
	wire [7:0] shift_amount = small_den_only? exp_diff - 8'h1 : exp_diff;
	wire [49:0] small_frac50 = (shift_amount >= 26)?
	{26'h0,small_frac24} :
	{small_frac24,26'h0} >> shift_amount;
	wire [26:0] small_frac27 = {small_frac50[49:24],|small_frac50[23:0]};
	wire [27:0] aligned_large_frac = {1'b0,large_frac24,3'b000};
	wire [27:0] aligned_small_frac = {1'b0,small_frac27};
	wire [27:0] cal_frac = op_sub?
	aligned_large_frac - aligned_small_frac :
	aligned_large_frac + aligned_small_frac;
	wire [26:0] f4,f3,f2,f1,f0;
	wire [4:0] zeros;
	assign zeros[4] = ~|cal_frac[26:11];  
	assign f4 = zeros[4]? {cal_frac[10:0],16'b0} : cal_frac[26:0];
	assign zeros[3] = ~|f4[26:19];  
	assign f3 = zeros[3]? {f4[18:0], 8'b0} : f4;
	assign zeros[2] = ~|f3[26:23];  
	assign f2 = zeros[2]? {f3[22:0], 4'b0} : f3;
	assign zeros[1] = ~|f2[26:25];  
	assign f1 = zeros[1]? {f2[24:0], 2'b0} : f2;
	assign zeros[0] = ~f1[26];  
	assign f0 = zeros[0]? {f1[25:0], 1'b0} : f1;
	reg [7:0] exp0;
	reg [26:0] frac0;
	always @ * begin
		if (cal_frac[27]) begin  
			frac0 = cal_frac[27:1];  
			exp0 = temp_exp + 8'h1;
		end else begin
			if ((temp_exp > zeros) && (f0[26])) begin  
				exp0 = temp_exp - zeros;
				frac0 = f0;  
			end else begin  
				exp0 = 0;
				if (temp_exp != 0)  
					frac0 = cal_frac[26:0] << (temp_exp - 8'h1);
				else 
					frac0 = cal_frac[26:0];
			end
		end
	end
	wire frac_plus_1 = 													 
	~rm[1] & ~rm[0] & frac0[2] & (frac0[1] | frac0[0]) |
	~rm[1] & ~rm[0] & frac0[2] & ~frac0[1] & ~frac0[0] & frac0[3] |
	~rm[1] & rm[0] & (frac0[2] | frac0[1] | frac0[0]) & sign |
	rm[1] & ~rm[0] & (frac0[2] | frac0[1] | frac0[0]) & ~sign;
	wire [24:0] frac_round = {1'b0,frac0[26:3]} + frac_plus_1;
	wire [7:0] exponent = frac_round[24]? exp0 + 8'h1 : exp0;
	wire overflow = &exp0 | &exponent;
	assign s = final_result(overflow,rm,sign,s_is_nan,s_is_inf,exponent,
	frac_round[22:0],inf_nan_frac);
	function [31:0] final_result;
		input overflow;
		input [1:0] rm;
		input sign;
		input is_nan;
		input is_inf;
		input [7:0] exponent;	
		input [22:0] fraction, inf_nan_frac;
		casex ({overflow,rm,sign,s_is_nan,s_is_inf})
			6'b1_00_x_0_x : final_result = {sign,8'hff,23'h000000};  
			6'b1_01_0_0_x : final_result = {sign,8'hfe,23'h7fffff};  
			6'b1_01_1_0_x : final_result = {sign,8'hff,23'h000000};  
			6'b1_10_0_0_x : final_result = {sign,8'hff,23'h000000};  
			6'b1_10_1_0_x : final_result = {sign,8'hfe,23'h7fffff};  
			6'b1_11_x_0_x : final_result = {sign,8'hfe,23'h7fffff};  
			6'b0_xx_x_0_0 : final_result = {sign,exponent,fraction};  
			6'bx_xx_x_1_x : final_result = {1'b1,8'hff,inf_nan_frac};  
			6'bx_xx_x_0_1 : final_result = {sign,8'hff,inf_nan_frac};  
			default : final_result = {sign,8'h00,23'h000000};  
		endcase
	endfunction
endmodule 	
```

## run.sh

```bash
#!/bin/bash
# OpenROAD 26Q1-2900-gdf79404cd8, Yosys 0.63+post, stock flow scripts
make -C /OpenROAD-flow-scripts/flow DESIGN_CONFIG=/design/flow/config.mk WORK_HOME=/design/flow/orfs finish
```

==> results.toml <==
# implementation run metrics
[timing]
finalHoldViolations = 0
max_freq_mhz = 18.6
max_slew.worst_pin.slew_ns = 1.04
setup-violations-final = 0
fin_tns_setup_ns = 0
slew_headroom_pct = 29.7
timing.final.ws_setup_ns = 30.39
fin_crit_ns = 53.81
period_used_pct = 63.9
slew_viol_final = 0
rsz0062_at_grt = "false"

[logic_synthesis]
avgSynthCellArea_um2 = 6.61
yosysTopAreaCell = "ha_1"
ys_area_um2 = 16300
netlist_instances = 2464
yosysSeqAreaShare_pct = 0
synth_top_area_share_pct = 8.91
synth_stat.cells = 2464
yosysWarnings = 1
synth.cell_area_um2 = 16300
yosysUniqueCellTypes = 121
area_leaders = "ha_1 (8.9%), mux2i_1 (8.2%), nand2_1 (6.0%), a21oi_1 (5.4%), nor2_1 (5.3%)"

[layout]
seq_cells = 0
clock_buffers = 0
ff_latch_area_um2 = 0
drive_above_1_share_pct = 8.44
final_common_cell = "nand2_1"
lay_top_cells = "nand2_1 (260), nor2_1 (229), a21oi_1 (177)"
area_growth_pct = 8.75

[critical_path]
startpoint = "a[14]"
path_class = "in2out"
slowest_stage = "a2111oi_0"
worstPathRequired_ns = 67.36
cp_max_fo = 62
crit_path_start_kind = "input pin"
critPathCaptureType = "output port"
crit_top_cell = "a21oi_1"
cpPeakStageDelay_ns = 0.86
arrival_ns = 36.97

[hold_path]
min_path_cells = 5
hold_path.class = "in2out"
worst_hold_path.endpoint = "s[0]"
min_from = "b[0]"

[power_and_ir_drop]
p_sw_share_pct = 62.7
p_total_mw = 0.338
p_leak_nw = 7.27
power_density_nw_per_um2 = 19.1
irDropWorstVdd_mv = 0.0145
intPower_mw = 0.126
p_sw_mw = 0.212

[global_routing]
gr-usage-met3_pct = 17.9
grt_pass1_wl_um = 118000
grt-ovfl-total = 0
met2_usage_pct = 63.8
gr-max-usage-layer = "met1"
grt_max_degree = 63
grt_pass1_vias = 19000
use_met1_pct = 64.7
grt_use_total_pct = 46.6
antenna_found_initial = 2

[route]
drtIter0Drc = 2815
drc = 0
ant_nets = 0
vias = 20900
wire_per_inst_um = 26.6
routed_wl_um = 77100
via_per_inst = 7.20
firstDrtPassIters = 7

[clocking]
cts_resized = 0
post-cts-setup-buffers = 0
cts-hold-fix-buffers = 0

[placement]
dp_slack_ns = 31.16
dpl.hpwl_um = 60500
gp_congestion = 1.11
io_buffers = 99

[die]
die_w_um = 183
die_y_um = 183
num_rows = 65
chip_area_um2 = 33300
coreArea_um2 = 31800
initial_core_util_pct = 51.2
ios = 99

[run]
tool_warnings = 81
max_cap_viol_count = 0

[status]
status = "complete, no violations"
[kinds of logic (layout without fill, tap and decap cells)]
| logic type | count (synthesis) | after routing | synth area share (%) |
|---|---|---|---|
| buf+inv | 321 | 320 | 8.08 |
| simple gates | 893 | 893 | 27.2 |
| mux | 175 | 175 | 12.9 |
| compound gates | 880 | 880 | 38.4 |
| other cells | 0 | 1 | 0 |
| fa+ha+maj | 118 | 118 | 9.15 |
| xor+xnor | 77 | 77 | 4.30 |
[through the flow]
stage,hold WS (ns),util [%],cells,cell area [um^2]
2_1_floorplan,33.79,-,2464,16300
5_1_grt,35.21,55.7,2898,17700
6_report,35.19,55.7,2899,17700
3_5_place_dp,35.15,55.7,2898,17700
4_1_cts,35.16,55.7,2898,17700
3_3_place_gp,35.15,55.7,2898,17700
[how the worst max path moves through the flow]
stage                 endpoint  slack [ns]  cells after the start
after global routing     s[14]       29.21                     68
after CTS                s[14]       31.08                     68
final                     s[3]       30.39                     68
[cell usage after synthesis, types with 24 or more instances]
cell type	instances
nand2_1	260
clkbuf_1	113
ha_1	116
nor2_1	229
mux4_2	26
a21o_1	35
mux2i_1	134
a21oi_1	177
xnor2_1	49
inv_1	132
nand4_1	39
nor4_1	24
a211oi_1	44
xor2_1	26
a311o_1	26
o22ai_1	33
nor3_1	65
a31oi_1	45
nand3_1	86
and3_1	26
buf_2	38
o21ai_0	145
o211ai_1	59
[critical path, delay by kind of cell]
family / cells / cell delay, ns
AND-OR/OR-AND: 34 / 9.28
buffers and inverters: 11 / 4.43
AND/OR/NAND/NOR: 14 / 3.51
adder cells (fa/ha/maj): 8 / 2.74
multiplexers: 1 / 0.10
[layer usage]
layer / part of all wire [%] / vias up
met5: 0.016 / -
met4: 5.1 / 2
li1: - / 9382
met3: 15 / 256
met1: 41 / 9658
met2: 39 / 1585
[layout make-up]
cell class	count	area, um^2
diodes	1	2.50
fillers	3088	14100
inverters	142	533
multi-input cells	2143	15100
well taps	435	544
repair buffers	178	1580
[power groups by stage]
stage / Clock, mW / Sequential [mW] / Combinational [mW]
after CTS: 0 / 0 / 0.324
after global routing: 0 / 0 / 0.356
