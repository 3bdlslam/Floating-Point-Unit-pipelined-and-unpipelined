<file path="design/flow/design.v">
`timescale 1ns / 1ps
module pipelined_fmul (a,b,rm,s,clk,clrn,e);  
    input [31:0] a, b;  
    input [1:0] rm;  
    input e;  
    input clk, clrn;  
    output [31:0] s;  
    wire m_sign;
    wire [9:0] m_exp10;
    wire m_is_nan;
    wire m_is_inf;
    wire [22:0] m_inf_nan_frac;
    wire [39:0] m_sum;
    wire [39:0] m_carry;
    wire [7:0] m_z8;
    fmul_mul mul1 (a,b,m_sign,m_exp10,m_is_nan,m_is_inf,m_inf_nan_frac,m_sum,m_carry,m_z8);
    wire [1:0] a_rm;
    wire a_sign;
    wire [9:0] a_exp10;
    wire a_is_nan;
    wire a_is_inf;
    wire [22:0] a_inf_nan_frac;
    wire [39:0] a_sum;
    wire [39:0] a_carry;
    wire [7:0] a_z8;
    reg_mul_add reg_ma(rm,m_sign,m_exp10,m_is_nan,m_is_inf,m_inf_nan_frac,
                        m_sum,m_carry,m_z8,clk,clrn,e, a_rm,a_sign,a_exp10,
                        a_is_nan,a_is_inf,a_inf_nan_frac,a_sum,a_carry,a_z8);
    wire [47:8] a_z40;
    fmul_add mul2 (a_sum,a_carry,a_z40);
    wire [47:0] a_z48 = {a_z40,a_z8};
    wire [1:0] n_rm;
    wire n_sign;
    wire [9:0] n_exp10;
    wire n_is_nan;
    wire n_is_inf;
    wire [22:0] n_inf_nan_frac;
    wire [47:0] n_z48;
    reg_add_norm reg_an (a_rm,a_sign,a_exp10,a_is_nan,a_is_inf,a_inf_nan_frac,a_z48,clk,clrn,e, n_rm,n_sign,
    n_exp10,n_is_nan,n_is_inf,n_inf_nan_frac,n_z48);
    fmul_norm mul3 (n_rm,n_sign,n_exp10,n_is_nan,n_is_inf,n_inf_nan_frac,n_z48,s);
endmodule
module fmul_mul (a,b,sign,exp10,s_is_nan,s_is_inf,inf_nan_frac,z_sum,
    z_carry,z8);  
    input [31:0] a, b;
    output [39:0] z_sum;
    output [39:0] z_carry;
    output [22:0] inf_nan_frac;
    output [9:0] exp10;
    output [7:0] z8;
    output sign;
    output s_is_nan;
    output s_is_inf;
    wire a_expo_is_00 = ~|a[30:23];  
    wire b_expo_is_00 = ~|b[30:23];
    wire a_expo_is_ff = &a[30:23];  
    wire b_expo_is_ff = &b[30:23];
    wire a_frac_is_00 = ~|a[22:0];  
    wire b_frac_is_00 = ~|b[22:0];
    wire a_is_inf = a_expo_is_ff & a_frac_is_00;
    wire b_is_inf = b_expo_is_ff & b_frac_is_00;
    wire a_is_nan = a_expo_is_ff & ~a_frac_is_00;
    wire b_is_nan = b_expo_is_ff & ~b_frac_is_00;
    wire a_is_0 = a_expo_is_00 & a_frac_is_00;
    wire b_is_0 = b_expo_is_00 & b_frac_is_00;
    assign s_is_inf = a_is_inf | b_is_inf;
    assign s_is_nan = a_is_nan | (a_is_inf & b_is_0) |
            b_is_nan | (b_is_inf & a_is_0);
    wire [22:0] nan_frac = (a[21:0] > b[21:0])?
            {1'b1,a[21:0]} : {1'b1,b[21:0]};
    assign inf_nan_frac = s_is_nan? nan_frac : 23'h0;
    assign sign = a[31] ^ b[31];
    assign exp10 = {2'h0,a[30:23]} + {2'h0,b[30:23]} - 10'h7f +
                a_expo_is_00 + b_expo_is_00;  
    wire [23:0] a_frac24 = {~a_expo_is_00,a[22:0]};
    wire [23:0] b_frac24 = {~b_expo_is_00,b[22:0]};
    wallace_24x24 wt24 (a_frac24,b_frac24,z_sum,z_carry,z8);
endmodule
module reg_mul_add (m_rm,m_sign,m_exp10,m_is_nan,m_is_inf,m_inf_nan_frac,
                    m_sum,m_carry,m_z8,clk,clrn,e,a_rm,a_sign,a_exp10,
                    a_is_nan,a_is_inf,a_inf_nan_frac,a_sum,a_carry,a_z8);
    input [39:0] m_sum;  
    input [39:0] m_carry;
    input [22:0] m_inf_nan_frac;
    input [9:0] m_exp10;
    input [7:0] m_z8;
    input [1:0] m_rm;
    input m_sign;
    input m_is_nan;
    input m_is_inf;
    input e;  
    input clk, clrn;  
    output reg [39:0] a_sum;  
    output reg [39:0] a_carry;
    output reg [22:0] a_inf_nan_frac;
    output reg [9:0] a_exp10;
    output reg [7:0] a_z8;
    output reg [1:0] a_rm;
    output reg a_sign;
    output reg a_is_nan;
    output reg a_is_inf;
    always @ (posedge clk or negedge clrn) begin
        if (!clrn) begin
            a_rm <= 0;
            a_sign <= 0;
            a_exp10 <= 0;
            a_is_nan <= 0;
            a_is_inf <= 0;
            a_inf_nan_frac <= 0;
            a_sum <= 0;
            a_carry <= 0;
            a_z8 <= 0;
        end else if (e) begin
            a_rm <= m_rm;
            a_sign <= m_sign;
            a_exp10 <= m_exp10;
            a_is_nan <= m_is_nan;
            a_is_inf <= m_is_inf;
            a_inf_nan_frac <= m_inf_nan_frac;
            a_sum <= m_sum;
            a_carry <= m_carry;
            a_z8 <= m_z8;
        end
    end
endmodule
module fmul_add (z_sum,z_carry,z);  
    input [39:0] z_sum;
    input [39:0] z_carry;
    output [47:8] z;
    assign z = z_sum + z_carry;
endmodule
module reg_add_norm (a_rm,a_sign,a_exp10,a_is_nan,a_is_inf,a_inf_nan_frac,
                                a_z48,clk,clrn,e,n_rm,n_sign,n_exp10,n_is_nan,
                                n_is_inf,n_inf_nan_frac,n_z48);  
    input [47:0] a_z48;  
    input [22:0] a_inf_nan_frac;
    input [9:0] a_exp10;
    input [1:0] a_rm;
    input a_sign;
    input a_is_nan;
    input a_is_inf;
    input e;  
    input clk, clrn;  
    output reg [47:0] n_z48;  
    output reg [22:0] n_inf_nan_frac;
    output reg [9:0] n_exp10;
    output reg [1:0] n_rm;
    output reg n_sign;
    output reg n_is_nan;
    output reg n_is_inf;
    always @ (posedge clk or negedge clrn) begin
        if (!clrn) begin
            n_rm <= 0;
            n_sign <= 0;
            n_exp10 <= 0;
            n_is_nan <= 0;
            n_is_inf <= 0;
            n_inf_nan_frac <= 0;
            n_z48 <= 0;
        end else if (e) begin
            n_rm <= a_rm;
            n_sign <= a_sign;
            n_exp10 <= a_exp10;
            n_is_nan <= a_is_nan;
            n_is_inf <= a_is_inf;
            n_inf_nan_frac <= a_inf_nan_frac;
            n_z48 <= a_z48;
        end
    end
endmodule
module fmul_norm (rm,sign,exp10,is_nan,is_inf,inf_nan_frac,z,s); 
    input [47:0] z;  
    input [22:0] inf_nan_frac;
    input [9:0] exp10;
    input [1:0] rm;
    input sign;
    input is_nan;
    input is_inf;
    output [31:0] s;
    wire [46:0] z5,z4,z3,z2,z1,z0;  
    wire [5:0] zeros;
    assign zeros[5] = ~|z[46:15];  
    assign z5 = zeros[5]? {z[14:0],32'b0} : z[46:0];
    assign zeros[4] = ~|z5[46:31];  
    assign z4 = zeros[4]? {z5[30:0],16'b0} : z5;
    assign zeros[3] = ~|z4[46:39];  
    assign z3 = zeros[3]? {z4[38:0], 8'b0} : z4;
    assign zeros[2] = ~|z3[46:43];  
    assign z2 = zeros[2]? {z3[42:0], 4'b0} : z3;
    assign zeros[1] = ~|z2[46:45];  
    assign z1 = zeros[1]? {z2[44:0], 2'b0} : z2;
    assign zeros[0] = ~z1[46];  
    assign z0 = zeros[0]? {z1[45:0], 1'b0} : z1;
    reg [46:0] frac0;  
    reg [9:0] exp0;  
    always @ * begin
        if (z[47]) begin  
            exp0 = exp10 + 10'h1;
            frac0 = z[47:1];  
        end else begin
            if (!exp10[9] && (exp10[8:0] > zeros) && z0[46]) begin
                exp0 = exp10 - zeros;
                frac0 = z0;  
            end else begin  
                exp0 = 0;
                if (!exp10[9] && (exp10 != 0))  
                    frac0 = z[46:0] << (exp10 - 10'h1);  
                else frac0 = z[46:0] >> (10'h1 - exp10);  
            end
        end
    end
    wire [26:0] frac = {frac0[46:21],|frac0[20:0]};  
    wire frac_plus_1 =  
    ~rm[1] & ~rm[0] & frac0[2] & (frac0[1] | frac0[0]) |
    ~rm[1] & ~rm[0] & frac0[2] & ~frac0[1] & ~frac0[0] & frac0[3] |
    ~rm[1] & rm[0] & (frac0[2] | frac0[1] | frac0[0]) & sign |
    rm[1] & ~rm[0] & (frac0[2] | frac0[1] | frac0[0]) & ~sign;
    wire [24:0] frac_round = {1'b0,frac[26:3]} + frac_plus_1;
    wire [9:0] exp1 = frac_round[24]? exp0 + 10'h1 : exp0;
    wire overflow = (exp0 >= 10'h0ff) | (exp1 >= 10'h0ff);
    assign s = final_result(overflow, rm, sign, is_nan, is_inf, exp1[7:0],
                frac_round[22:0], inf_nan_frac);
    function [31:0] final_result;
        input overflow;
        input [1:0] rm;
        input sign, is_nan, is_inf;
        input [7:0] exponent;
        input [22:0] fraction,inf_nan_frac;
        casex ({overflow,rm,sign,is_nan,is_inf})
            6'b1_00_x_0_x : final_result = {sign,8'hff,23'h000000};  
            6'b1_01_0_0_x : final_result = {sign,8'hfe,23'h7fffff};  
            6'b1_01_1_0_x : final_result = {sign,8'hff,23'h000000};  
            6'b1_10_0_0_x : final_result = {sign,8'hff,23'h000000};  
            6'b1_10_1_0_x : final_result = {sign,8'hfe,23'h7fffff};  
            6'b1_11_x_0_x : final_result = {sign,8'hfe,23'h7fffff};  
            6'b0_xx_x_0_0 : final_result = {sign,exponent,fraction};  
            6'bx_xx_x_1_x : final_result = {1'b1,8'hff,inf_nan_frac};  
            6'bx_xx_x_0_1 : final_result = {sign,8'hff,inf_nan_frac};  
            default : final_result = {sign,8'h00,23'h000000};  
        endcase
    endfunction
endmodule
</file>
<file path="design/flow/run.sh">
#!/bin/bash
# OpenROAD 26Q1-2900-gdf79404cd8, Yosys 0.63+post, stock flow scripts
make -C /OpenROAD-flow-scripts/flow DESIGN_CONFIG=/design/flow/config.mk WORK_HOME=/design/flow/orfs finish
</file>
<file path="design/flow/config.mk">
export PLATFORM = sky130hd
export DESIGN_NAME = fmul_norm
export DESIGN_NICKNAME = fmul_norm
export VERILOG_FILES = /design/flow/design.v
export SDC_FILE = /design/flow/constraint.sdc
export NUM_CORES = 4
export LEC_CHECK = 1
export CORE_UTILIZATION = 40
</file>
<file path="design/flow/constraint.sdc">
current_design fmul_norm

set clk_period 30.7
set clk_io_pct 0.2

create_clock -name clk0 -period $clk_period

set non_clock_inputs [all_inputs -no_clocks]
set_input_delay [expr $clk_period * $clk_io_pct] -clock clk0 $non_clock_inputs
set_output_delay [expr $clk_period * $clk_io_pct] -clock clk0 [all_outputs]
</file>
==> design notes <==
The run gives 16.35 ns as the worst path arrival time. The run gives 0 as the proportion of synthesized chip area in sequential cells. In this run the worst setup path begins at z[43].

Standard cell with the maximum stage delay on the critical path: clkdlybuf4s50_1. Synthesis handed over a netlist of 1439 instances. The most common cell type on the critical path is o21ai_0. In this run the tool buffered the top-level ports with 118 buffer cells.

Area share of the largest cell type after synthesis: 0.144. The number of vias per cell is 7.04. The logs give 0 for the number of buffers added to fix hold violations after cts and 1 for the number of antenna violations at the first check in global routing. Once detailed placement completed, the half-perimeter wirelength came to 36200 um.

The min-delay analysis places its worst path in the category input port to output pin. The run gives 71200 um for the global-route wire length before repair. Ranked by total cell area, the synthesized netlist is headed by mux4_2, mux2i_1, nand2_1, a21oi_1, o21ai_0. Number of clock buffers in the layout: 0. The number of gates resized after CTS was 0. The final report lists the setup-violating endpoint count as 0. The post-synthesis instance area is 10300 um2.

Measured along the y axis, the die boundary spans 162 um. The leakage power summed over all cells is 4.08 nW. The logs give 0.408 for the pre-placement core utilization and 0 um2 for the area of all sequential standard cells.

The highest fanout seen on the critical path is 33. The tools report the endpoint of the worst hold-timing path as s[5]. The post-route fraction of the period consumed by the critical path is 0.733, and the area of the die is 26400 um2. The run gives 0.594 for the switching fraction of total power. Setup repair after global routing left no endpoint under its margin. Per the run summary, max-cap violations total 0.

Per the gpl log, the routability congestion estimate is 1.13. STA on the placed design reports a worst setup slack of 8.37 ns. Share of final-layout standard cells stronger than drive strength 1: 0.132.

Setup slack closes at 8.21 ns. The run gives 1 for the yosys warning tally. The design has 0 sequential cells. With the sum of negative setup slack at 0 ns, the placeable core area is 25300 um2.

For the vias after detailed routing, the log shows 12500. The run gives 131 uW for the switching power summed over all nets. Entering global routing, the biggest net connects 59 pins. In this build the clock could be raised as far as 44.5 MHz.

For reference, the final report shows the hold violation count at 0. The worst hold path was traced through 3 stages. The overall routing resource usage came out at 0.365. In the power breakdown, the internal column shows 89.4 uW. The routed layout reports a DRC error count of 0.

The area taken by multi-input combinational cells is reported as 9470 um2. The tools report the nature of the critical path endpoint as an output pin. Per the log, the first TritonRoute iteration ended with a DRC count of 1696. For reference, the placement row count at floorplan is 58. The setup path with the least slack is of type input port to output pin.

STA puts the critical path data required time at 24.56 ns. Yosys stat counts 1439 cells in the synthesized netlist. The die outline width works out to 162 um.

The worst IR drop on VDD was 0.00936 mV; the final routed wire length divided by cell count was 26.7 um. At the pin with the least slew margin, the transition time is 0.910 ns. The delay of the slowest cell on the worst path is 0.70 ns, and the power density over the cells is 19.1 nW/um2.

The layout has 2561 filler cells. The relative slew slack is 0.387, and the area reported by Yosys stat is 10300 um2. The run gives 1771 for the non-filler instance count after layout.

The origin of the worst min-delay path was inf_nan_frac[5]. The post-synthesis average cell area works out to 7.16 um2. After global routing the overflow that remains totals 0.

The netlist uses 102 different library cells. Summing over the stages, the warning tally comes to 35. The number of global-route vias before repair was 11200; the area overhead of the layout relative to synthesis was 12.1%. Summed over all layers, the routed wires come to 47400 um. In the final report, the number of pins over their slew limit comes to 0. Subtracting the final worst setup slack from the clock period gives 22.49 ns. The flow ran to the end, and the final reports show no timing, DRC or antenna violations.

Per the repair_timing log after CTS, setup buffers inserted total 0. The cell type with the highest aggregate area in the netlist was mux4_2. The iteration count recorded for the first detailed-route pass is 6. The sort of element at the start of the critical path was an input port. The run gives 0 for the antenna violation net count after detailed routing.

The run gives 118 as the boundary pin count. Hold is met by 13.31 ns. After detailed placement, the design holds a cell count of 1769.
## power by group through the flow
stage         logic, mW  clock network [mW]  registers [mW]
CTS               0.214                   0               0
global route      0.235                   0               0
## metrics by stage
stage | utilization | power (mW) | cell area (um2)
floorplan | - | 0.142 | 10300
global placement | 0.457 | 0.214 | 11500
detailed placement | 0.457 | 0.214 | 11500
CTS | 0.457 | 0.214 | 11500
global route | 0.457 | 0.235 | 11500
finish | 0.457 | 0.220 | 11500
## cells by family (layout without fill, tap and decap cells)
family,after synthesis,count (layout),synth area share
AND-OR/OR-AND,479,479,0.330
AND/OR/NAND/NOR,493,493,0.243
other,0,2,0
buffers and inverters,201,201,0.0868
adder cells (fa/ha/maj),15,15,0.0189
XOR/XNOR,50,50,0.0425
multiplexers,201,201,0.279
## worst max path at each step
stage | end | slack [ns] | cells past startpoint
CTS | s[3] | 8.38 | 36
global route | s[4] | 7.43 | 36
finish | s[7] | 8.21 | 37
## layer usage
metal  share of wire  wire [um]  GRT usage
met2            0.41      19500      0.521
met1            0.42      19700      0.531
met4           0.047       2230      0.130
met3            0.13       5960     0.0987
met5               0          0          0
## layout make-up
type	instances	area share
Antenna cell	2	0.000433
Inverter	37	0.0122
Multi-Input combinational cell	1238	0.820
Timing Repair Buffer	164	0.131
Tap cell	330	0.0358
## synth_stat cells, types with 13 or more instances
| master | number |
|---|---|
| xnor2_1 | 30 |
| nor4_1 | 15 |
| mux2_2 | 25 |
| and2_1 | 16 |
| nor2b_1 | 14 |
| and3_1 | 15 |
| mux4_2 | 66 |
| o22ai_1 | 13 |
| a211oi_1 | 21 |
| mux2i_1 | 109 |
| a21o_1 | 13 |
| buf_2 | 41 |
| a221o_1 | 29 |
| a21oi_1 | 94 |
| ha_1 | 14 |
| a22oi_1 | 15 |
| a221oi_1 | 13 |
| nand3_1 | 40 |
| clkbuf_1 | 94 |
| a31oi_1 | 16 |
| buf_1 | 13 |
| nor3_1 | 43 |
| o211ai_1 | 36 |
| nor2_1 | 115 |
| inv_1 | 31 |
| o21ai_0 | 88 |
| xor2_1 | 20 |
| nand2_1 | 164 |
## cells in the final DEF (no fill, tap or decap), types with 21 or more instances in the layout
cell and n:
a211oi_1 21, a21oi_1 94, a221o_1 29, buf_4 47, clkdlybuf4s50_1 115, inv_1 31
mux2_2 25, mux2i_1 109, mux4_2 66, nand2_1 164, nand3_1 40, nor2_1 115
nor3_1 43, o211ai_1 36, o21ai_0 88, xnor2_1 27
## worst max-delay path: cells and delay by family
family | cells | cell delay, ns
AND-OR/OR-AND | 20 | 4.63
adder cells (fa/ha/maj) | 3 | 0.66
buffers and inverters | 6 | 2.36
AND/OR/NAND/NOR | 8 | 2.49
No activity file was given, so power comes from the tool's default toggle rates.
